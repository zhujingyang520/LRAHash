==> flow/config.mk <==
export PLATFORM = sky130hd
export DESIGN_NAME = ActRegFile
export DESIGN_NICKNAME = ActRegFile
export VERILOG_FILES = /design/flow/design.v
export SDC_FILE = /design/flow/constraint.sdc
export NUM_CORES = 4
export LEC_CHECK = 1
export CORE_UTILIZATION = 40
==> flow/design.v <==
module ActRegFile (
  input wire  [5:0]             PE_IDX,              
  input wire                    clk,                 
  input wire                    dir,                 
  input wire                    in_act_clear,        
  input wire                    in_act_read_en,      
  input wire  [6-1:0]     in_act_read_addr,    
  output reg  [18-1:0]  in_act_read_data,    
  input wire                    in_act_write_en,     
  input wire  [6-1:0]     in_act_write_addr,   
  input wire  [18-1:0]  in_act_write_data,   
  output reg  [2**6-1:0]  in_act_zeros,        
  output reg  [2**6-1:0]  in_act_g_zeros,      
  input wire                    out_act_clear,       
  input wire                    out_act_read_en,     
  input wire  [6-1:0]     out_act_read_addr,   
  output reg  [18-1:0]  out_act_read_data,   
  input wire                    out_act_write_en,    
  input wire  [6-1:0]     out_act_write_addr,  
  input wire  [18-1:0]  out_act_write_data,  
  output reg  [2**6-1:0]  out_act_g_zeros,     
  output wire [18-1:0]  out_act_read_data_relu,
  input wire                    out_act_read_en_s,   
  input wire  [6-1:0]     out_act_read_addr_s, 
  output reg  [18-1:0]  out_act_read_data_s  
);
genvar g;
reg clear [1:0];
reg read_en [1:0];
reg [6-1:0] read_addr [1:0];
wire [18-1:0] read_data [1:0];
reg write_en [1:0];
reg [6-1:0] write_addr [1:0];
reg [18-1:0] write_data [1:0];
wire [2**6-1:0] zeros [1:0];
wire [2**6-1:0] g_zeros [1:0];
reg read_en_s [1:0];
reg [6-1:0] read_addr_s [1:0];
wire [18-1:0] read_data_s [1:0];
generate
for (g = 0; g < 2; g = g + 1) begin: gen_reg_file
RegFile2RP #(
  .BIT_WIDTH          (18),   
  .REG_DEPTH          (2**6)             
) reg_file (
  .clk                (clk),                   
  .clear              (clear[g]),              
  .read_en_0          (read_en[g]),            
  .read_addr_0        (read_addr[g]),          
  .read_data_0        (read_data[g]),          
  .read_en_1          (read_en_s[g]),          
  .read_addr_1        (read_addr_s[g]),        
  .read_data_1        (read_data_s[g]),        
  .write_en           (write_en[g]),           
  .write_addr         (write_addr[g]),         
  .write_data         (write_data[g]),         
  .zeros              (zeros[g]),              
  .g_zeros            (g_zeros[g])             
);
end
endgenerate
always @ (*) begin
  if (dir == 1'b0) begin
    clear[0] = in_act_clear;
    clear[1] = out_act_clear;
    read_en[0] = in_act_read_en;
    read_en[1] = out_act_read_en;
    read_addr[0] = in_act_read_addr;
    read_addr[1] = out_act_read_addr;
    in_act_read_data = read_data[0];
    out_act_read_data = read_data[1];
    write_en[0] = in_act_write_en;
    write_en[1] = out_act_write_en;
    write_addr[0] = in_act_write_addr;
    write_addr[1] = out_act_write_addr;
    write_data[0] = in_act_write_data;
    write_data[1] = out_act_write_data;
    in_act_zeros = zeros[0];
    in_act_g_zeros = g_zeros[0];
    out_act_g_zeros = g_zeros[1];
  end else begin
    clear[1] = in_act_clear;
    clear[0] = out_act_clear;
    read_en[1] = in_act_read_en;
    read_en[0] = out_act_read_en;
    read_addr[1] = in_act_read_addr;
    read_addr[0] = out_act_read_addr;
    in_act_read_data = read_data[1];
    out_act_read_data = read_data[0];
    write_en[1] = in_act_write_en;
    write_en[0] = out_act_write_en;
    write_addr[1] = in_act_write_addr;
    write_addr[0] = out_act_write_addr;
    write_data[1] = in_act_write_data;
    write_data[0] = out_act_write_data;
    in_act_zeros = zeros[1];
    in_act_g_zeros = g_zeros[1];
    out_act_g_zeros = g_zeros[0];
  end
end
ReLU #(
  .BIT_WIDTH          (18)    
) relu_out_act_read_data_p (
  .in_data            (out_act_read_data),     
  .out_data           (out_act_read_data_relu)
);
always @ (*) begin
  if (dir == 1'b0) begin
    read_en_s[0]        = 1'b0;
    read_addr_s[0]      = 0;
    read_en_s[1]        = out_act_read_en_s;
    read_addr_s[1]      = out_act_read_addr_s;
    out_act_read_data_s = read_data_s[1];
  end else begin
    read_en_s[0]        = out_act_read_en_s;
    read_addr_s[0]      = out_act_read_addr_s;
    read_en_s[1]        = 1'b0;
    read_addr_s[1]      = 0;
    out_act_read_data_s = read_data_s[0];
  end
end
// synopsys translate_off
always @ (posedge clk) begin
  if (in_act_write_en) begin
    $display("@%t CONFIG PE[%d]: act[%d] = %d", $time, PE_IDX,
      in_act_write_addr, $signed(in_act_write_data));
  end
end
// synopsys translate_on
endmodule
module ReLU #(
  parameter   BIT_WIDTH         = 16           
) (
  input wire  [BIT_WIDTH-1:0]   in_data,       
  output wire [BIT_WIDTH-1:0]   out_data       
);
assign out_data = in_data[BIT_WIDTH-1] ? 0 : in_data;
endmodule
module RegFile2RP #(
  parameter   BIT_WIDTH               = 16,        
  parameter   REG_DEPTH               = 64         
) (
  input wire                          clk,         
  input wire                          clear,       
  input wire                          read_en_0,   
  input wire  [clog2(REG_DEPTH)-1:0]  read_addr_0, 
  output reg  [BIT_WIDTH-1:0]         read_data_0, 
  input wire                          read_en_1,   
  input wire  [clog2(REG_DEPTH)-1:0]  read_addr_1, 
  output reg  [BIT_WIDTH-1:0]         read_data_1, 
  input wire                          write_en,    
  input wire  [clog2(REG_DEPTH)-1:0]  write_addr,  
  input wire  [BIT_WIDTH-1:0]         write_data,  
  output wire [REG_DEPTH-1:0]         zeros,       
  output wire [REG_DEPTH-1:0]         g_zeros      
);
genvar g;
reg [BIT_WIDTH-1:0] reg_array [REG_DEPTH-1:0];
integer j;
always @ (posedge clk) begin
  if (clear) begin
    for (j = 0; j < REG_DEPTH; j = j + 1) begin
      reg_array[j]        <= 0;
    end
  end else if (write_en == 1'b1) begin
    reg_array[write_addr] <= write_data;
  end
end
always @ (*) begin
  if (read_en_0) begin
    if (write_en && read_addr_0 == write_addr) begin
      read_data_0 = write_data;
    end else begin
      read_data_0 = reg_array[read_addr_0];
    end
  end else begin
    read_data_0   = 0;
  end
end
always @ (*) begin
  if (read_en_1) begin
    if (write_en && read_addr_1 == write_addr) begin
      read_data_1 = write_data;
    end else begin
      read_data_1 = reg_array[read_addr_1];
    end
  end else begin
    read_data_1   = 0;
  end
end
generate
for (g = 0; g < REG_DEPTH; g = g + 1) begin: gen_zeros
  assign zeros[g] = (reg_array[g] == {BIT_WIDTH{1'b0}}) ? 1'b0 : 1'b1;
  assign g_zeros[g] = (~reg_array[g][BIT_WIDTH-1] & zeros[g]) ? 1'b1 : 1'b0;
end
endgenerate
function integer clog2(input integer x);
  integer i;
  begin
    clog2 = 0;
    for (i = x - 1; i > 0; i = i >> 1) begin
      clog2 = clog2 + 1;
    end
  end
endfunction
endmodule
==> flow/run.sh <==
#!/bin/bash
# OpenROAD 26Q1-2900-gdf79404cd8, Yosys 0.63+post, stock flow scripts
make -C /OpenROAD-flow-scripts/flow DESIGN_CONFIG=/design/flow/config.mk WORK_HOME=/design/flow/orfs finish
==> flow/constraint.sdc <==
current_design ActRegFile

set clk_period 42.5
set clk_io_pct 0.2

create_clock -name clk0 -period $clk_period [get_ports {clk}]

set non_clock_inputs [all_inputs -no_clocks]
set_input_delay [expr $clk_period * $clk_io_pct] -clock clk0 $non_clock_inputs
set_output_delay [expr $clk_period * $clk_io_pct] -clock clk0 [all_outputs]
==> results_dict.tcl <==
# metrics dict for downstream scripts
set metrics [dict create \
    first_iter_violations 10750 \
    cp-end-kind "output port" \
    min_period_ns 24.27 \
    max_stage_delay_ns 0.93 \
    max_freq_mhz 41.20 \
    hold_class "in2reg" \
    topCellsByArea "edfxtp_1, mux4_2, nor2_1" \
    rsz0062_at_grt "false" \
    openroad.warnings 40 \
    critPathLaunchType "input port" \
    instances_no_fill 15870 \
    grt.total_usage_pct 44.23 \
    htreeDepth 5 \
    status "complete, no violations" \
    regMostFlops "gen_reg_file.reg_file.reg_array" \
    crit_path_top_delay_cell "nand4_1" \
    ys.flop_type "edfxtp_1" \
    cts_hold_buf 0 \
    fp_util_pct 40.27 \
    finalMaxSlewViolations 0 \
    grt_pass1_vias 107000 \
    fp.dieW_um 571.1 \
    clkSlewWorstSetupHoldPaths_ns 0.06 \
    place_congestion 1.102 \
    clockRootBuffer "clkbuf_16" \
    syn_to_final_growth_pct 14.89 \
    clkSinkCount 2304 \
    numPlacedInstances 15320 \
    die_h_um 571.1 \
    p_leak_nw 51.78 \
    setup_tns_ns 0 \
    grt_max_degree 120 \
    antenna_found_initial 73 \
    grt.overflow.total 0 \
    cp.arrival_ns 15.77 \
    dieArea_um2 326100 \
    ys.flops 2304 \
    finalInstanceArea_um2 148800 \
    cp_num_buf_inv 5 \
    fin_util_pct 46.27 \
    tightestPinTransition_ns 1.307 \
    crit_family "buffers and inverters" \
    finalWirelength_um 667700 \
    synthCells 11030 \
    ir_drop_uv 36.43 \
    critPathKind "in2out" \
    yosysChipArea_um2 129500 \
    setup_violations 0 \
    drc 0 \
    report.final.hold_viol_count 0 \
    io_buffer_count 337 \
    io_pins 345 \
    largest_reg_flops 2304 \
    hpwlAfterDp_um 491400 \
    maxCapViolCount 0 \
    placed_area_um2 139800 \
    cts_tree "built" \
    ant_nets 0 \
    drive_above_1_share_pct 19.21 \
    row_count 208 \
    top_cell_area_share_pct 53.41 \
    num_vias 105200 \
    vias_per_cell 6.634 \
    ys_types 82 \
    yosysCellCount 11030 \
    largest_area_cell "edfxtp_1" \
    ctsLongestPathBuffers 4 \
    syn_area_um2 129500 \
    crit_top_cell "buf_4" \
    power.density_nw_per_um2 43.72 \
    edf_count 2304 \
    async_reset_ff_share_pct 0 \
    drt-wirelength-per-cell_um 42.09 \
    max-slew-margin-rel_pct 12.08 \
    reg_top3 "gen_reg_file.reg_file.reg_array (2304)" \
    fin_hold_ws_ns 8.617 \
    postSynthSeqShare_pct 53.41 \
    fin_crit_sh_pct 57.12 \
    numCtsBuffers 274 \
    syn_avg_cell_area_um2 11.75 \
    required_ns 34.00 \
    crit_fanout 49 \
    grt_pass1_wl_um 901300 \
    dr.pass1.iters 7 \
    cts_resized 0 \
    ys_warn_count 19 \
    core-area_um2 321700 \
    worstPathCellList "clkdlybuf4s50_1, mux2_8, buf_4, buf_4, buf_4, mux4_2, a22oi_1, a21oi_1, nor3_1, nand4_1, a22o_1, nor2b_1, clkdlybuf4s50_1" \
    post_cts_buffers 0 \
]
## worst min-delay path, cell delays in order
cell     delay [ns]
buf_8          0.28
mux2i_4        0.13
buf_4          0.27
nor2_1         0.14
## power by group
part	leakage [nW]	total, mW	internal (mW)	switching (mW)
combinational	25.6	1.23	0.411	0.816
sequential	21.9	2.89	2.70	0.193
clock	4.29	2.39	1.38	1.00
## cells in the mapped netlist (32+ instances only)
cell,number
or4_1,131
a221oi_1,39
a22oi_1,172
nand2b_1,32
o21ai_0,77
mux4_2,879
o21a_1,38
nor4_1,519
edfxtp_1,2304
mux2i_1,541
nor2_1,2377
a222oi_1,33
nand4_1,66
buf_1,141
clkbuf_1,539
nor3_1,42
and3_1,82
a21oi_1,134
a31oi_1,137
buf_2,243
or2_2,132
nand3_1,521
mux2_2,52
nand2_1,1347
## layer usage
layer	share of wire, %	global-route usage, %
met1	31	50.49
met2	42	58.04
met5	0.51	7.510
met4	7.8	25.42
met3	19	35.03
## cells by family after synthesis
group | synth area share (%)
AND/OR/NAND/NOR | 18.31
buffers and inverters | 3.334
XOR/XNOR | 0.08789
multiplexers | 19.94
AND-OR/OR-AND | 4.925
flip-flops | 53.41
other | 0.002895
## cell usage in the layout (no fill, tap or decap), types with 18 or more instances in the layout
| cell type | n |
|---|---|
| a221oi_1 | 39 |
| clkdlybuf4s50_1 | 334 |
| clkinv_2 | 43 |
| mux4_2 | 879 |
| diode_2 | 53 |
| o21ai_0 | 73 |
| mux2_2 | 50 |
| nand2b_1 | 30 |
| clkinv_1 | 43 |
| nor4_1 | 515 |
| clkbuf_1 | 53 |
| buf_4 | 608 |
| clkbuf_16 | 279 |
| mux2i_4 | 43 |
| a21o_1 | 18 |
| or4_1 | 131 |
| o211ai_1 | 22 |
| nand3_1 | 521 |
| a22oi_1 | 172 |
| a221o_1 | 22 |
| a31oi_1 | 136 |
| bufinv_16 | 28 |
| or2_2 | 132 |
| nand4_1 | 66 |
| and3_1 | 82 |
| a211oi_1 | 29 |
| nor3_1 | 39 |
| o221ai_1 | 18 |
| inv_1 | 19 |
| a222oi_1 | 33 |
| o21a_1 | 38 |
| o22ai_1 | 23 |
| a311oi_1 | 18 |
| a32o_1 | 18 |
| mux2i_1 | 498 |
| nor2_1 | 2370 |
| edfxtp_1 | 2304 |
| nand2_1 | 1343 |
| a21oi_1 | 134 |
## metrics by stage
stage | setup WS, ns | total power, mW
3_3_place_gp | 18.52 | 4.090
3_5_place_dp | 18.56 | 4.092
5_1_grt | 18.40 | 6.628
2_1_floorplan | 22.89 | 3.437
6_report | 18.23 | 6.507
4_1_cts | 18.53 | 6.445
## area by class of cell
| class | count | area (um^2) |
|---|---|---|
| Fill cell | 28410 | 172800 |
| Sequential cell | 2304 | 69190 |
| Multi-Input combinational cell | 7732 | 56920 |
| Timing Repair Buffer | 962 | 8278 |
| Clock buffer | 332 | 7181 |
| Tap cell | 4305 | 5386 |
| Clock inverter | 157 | 1672 |
| Antenna cell | 53 | 132.6 |
| Inverter | 20 | 82.58 |
## path summary, 6_finish.rpt
path                             from                                    endpoint  slack, ns  cells past startpoint
setup / recovery  in_act_read_addr[1]                  out_act_read_data_relu[16]      18.23                     13
hold / removal                    dir  gen_reg_file[1].reg_file.reg_array[35][15]       8.62                      4
Power and IR drop assume default switching activity.
