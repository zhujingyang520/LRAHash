<file path="flow/run.sh">
#!/bin/bash
# OpenROAD 26Q1-2900-gdf79404cd8, Yosys 0.63+post, stock flow scripts
make -C /OpenROAD-flow-scripts/flow DESIGN_CONFIG=/design/flow/config.mk WORK_HOME=/design/flow/orfs finish
</file>
<file path="flow/constraint.sdc">
current_design RegFile

set clk_period 15.1
set clk_io_pct 0.2

create_clock -name clk0 -period $clk_period [get_ports {clk}]

set non_clock_inputs [all_inputs -no_clocks]
set_input_delay [expr $clk_period * $clk_io_pct] -clock clk0 $non_clock_inputs
set_output_delay [expr $clk_period * $clk_io_pct] -clock clk0 [all_outputs]
</file>
<file path="flow/design.v">
module RegFile #(
  parameter   BIT_WIDTH               = 16,        
  parameter   REG_DEPTH               = 64         
) (
  input wire                          clk,         
  input wire                          clear,       
  input wire                          read_en,     
  input wire  [clog2(REG_DEPTH)-1:0]  read_addr,   
  output reg  [BIT_WIDTH-1:0]         read_data,   
  input wire                          write_en,    
  input wire  [clog2(REG_DEPTH)-1:0]  write_addr,  
  input wire  [BIT_WIDTH-1:0]         write_data,  
  output wire [REG_DEPTH-1:0]         zeros        
);
genvar g;
reg [BIT_WIDTH-1:0] reg_array [REG_DEPTH-1:0];
integer j;
always @ (posedge clk) begin
  if (clear) begin
    for (j = 0; j < REG_DEPTH; j = j + 1) begin
      reg_array[j]        <= 0;
    end
  end else if (write_en == 1'b1) begin
    reg_array[write_addr] <= write_data;
  end
end
always @ (*) begin
  if (read_en) begin
    if (write_en && read_addr == write_addr) begin
      read_data   = write_data;
    end else begin
      read_data   = reg_array[read_addr];
    end
  end else begin
    read_data     = 0;
  end
end
generate
for (g = 0; g < REG_DEPTH; g = g + 1) begin: gen_zeros
  assign zeros[g] = (reg_array[g] == {BIT_WIDTH{1'b0}}) ? 1'b0 : 1'b1;
end
endgenerate
function integer clog2(input integer x);
  integer i;
  begin
    clog2 = 0;
    for (i = x - 1; i > 0; i = i >> 1) begin
      clog2 = clog2 + 1;
    end
  end
endfunction
endmodule
</file>
<file path="flow/config.mk">
export PLATFORM = sky130hd
export DESIGN_NAME = RegFile
export DESIGN_NICKNAME = RegFile
export VERILOG_FILES = /design/flow/design.v
export SDC_FILE = /design/flow/constraint.sdc
export NUM_CORES = 4
export LEC_CHECK = 1
export CORE_UTILIZATION = 50
</file>
==> flow_summary.ini <==
; yosys + openroad results
[flow_run]
maximum_capacitance_violations = 0
stage_log_warnings = 26

[global_route]
first_global_vias = 31466
grt_antenna_before_repair = 3
grt_pass1_wl_um = 206000
grt_start_max_net_pins = 61
grt_util_all_layers_pct = 32.4
globalRouteOverflowTotal = 0

[drt]
residual_drc = 0
dr.first_iter.drc_count = 1736
routedWlPerCell_um = 30.2
via_count = 28893
firstDrtPassIters = 24
route.antenna.diode_count = 0
viasPerCell = 6.16
routed_wirelength_um = 142000
drt.antenna.violating_nets = 0

[cts]
cts.clk_slew.worst_paths_ns = 0.06
cts_hold_buffers = 0
tritoncts = built
numClockSinks = 1024
num_cts_buffers = 108
post_cts.repair.setup_buffers = 0
cts.path.max_buffers = 3
clockRootBuffer = sky130_fd_sc_hd__clkbuf_16
cts_resized = 0
h-tree-depth = 3

[final_layout]
nFillCells = 7321
area_growth_syn_to_layout_pct = 11.1
largest_reg_flops = 1024
layout-drive-gt1-share_pct = 17.6
layout_top_cell = sky130_fd_sc_hd__and2_1
layout_top_registers = reg_array: 1024 flops
most-common-layout-cells = sky130_fd_sc_hd__and2_1 (1025), sky130_fd_sc_hd__edfxtp_1 (1024), sky130_fd_sc_hd__mux4_2 (257)
top_register = reg_array

[synthesis]
postSynth.asyncResetShare_pct = 0
synth.avg_cell_area_um2 = 14.8
synth_flop_count = 1024
yosys.stat.chipArea_um2 = 49000
netlist_top_cells_area = sky130_fd_sc_hd__edfxtp_1 (63%), sky130_fd_sc_hd__and2_1 (13%), sky130_fd_sc_hd__mux4_2 (12%), sky130_fd_sc_hd__nor4_1 (3.3%), sky130_fd_sc_hd__clkbuf_1 (1.6%)
register_area_share_after_synthesis_pct = 62.7
synth_stat.cells = 3303
post_synth_edffs = 1024
yosysTopAreaCell = sky130_fd_sc_hd__edfxtp_1
synth_cells = 3303
ys_warnings = 1
synth-main-ff-cell = sky130_fd_sc_hd__edfxtp_1
synth.top_cell.area_share_pct = 62.7
number_of_library_cell_types_mapped_by_synthesis = 41
syn-cell-area_um2 = 49000

[timing]
final.period_utilization_pct = 69.9
report.final.hold_viol_count = 0
fin_max_slew_vios = 0
setup_tns_ns = 0
setup_violation_total_in_the_final_timing_report = 0
setup_ws_ns = 4.54
worstMarginPinSlew_ns = 1.32
unrepaired_setup_endpoints_after_global_routing = false
max_freq_mhz = 94.7
max_slew_margin_pct = 11.0
finalCriticalPeriod_ns = 10.56

[setup_path]
cp-end-kind = primary output
crit_arrival_ns = 7.54
crit_type = in2out
crit_path_max_fanout = 38
cp-start-kind = input pin
worst-endpoint-required_ns = 12.08

[placement]
port-buffer-count = 111
gp_routability_congestion = 1.02
dpl.hpwl_um = 97600
dp_worst_setup_slack_ns = 4.70

[floorplan]
design.portCount = 112
core_area_um2 = 96900
floorplanUtilization_pct = 50.6
die_w_um = 315
fp.dieH_um = 315
design.die.area_um2 = 99300
num_rows = 114

[pwr]
power_density_nw_per_um2 = 119
sw_share_pct = 22.9
power.combinational.fraction_pct = 7.6
seqPwrFrac_pct = 52.2
net-switching-power_uw = 1480
max-vdd-ir-drop_mv = 0.0877
clock_power_share_pct = 40.1
leakage_power_of_the_design_uw = 0.0183
internal_power_uw = 4990

[outcome]
run_status = finished clean

[worst_hold_path]
hold_path.class = in2reg
[kinds of logic (layout without fill, tap and decap cells)]
kind of cell    after synthesis  count (layout)  synth area share [%]
xor+xnor                      6               6                 0.107
compound gates              144             144                  2.38
simple gates               1524            1524                  19.0
buf+inv                     284             392                  2.64
mux                         321             321                  13.1
flops                      1024            1024                  62.7
[cell usage after synthesis, types with 23 or more instances]
cell type / instances
sky130_fd_sc_hd__and2_1: 1024
sky130_fd_sc_hd__edfxtp_1: 1024
sky130_fd_sc_hd__mux4_2: 257
sky130_fd_sc_hd__nor4_1: 256
sky130_fd_sc_hd__clkbuf_1: 206
sky130_fd_sc_hd__nor2_1: 66
sky130_fd_sc_hd__nand4_1: 65
sky130_fd_sc_hd__or2_2: 65
sky130_fd_sc_hd__mux2i_1: 64
sky130_fd_sc_hd__a22oi_1: 48
sky130_fd_sc_hd__buf_2: 43
sky130_fd_sc_hd__o22ai_1: 32
sky130_fd_sc_hd__nand2_1: 23
[metrics by stage]
step / std cells / total power, uW / utilization, % / hold WS (ns) / cell area, um^2
floorplan: 3303 / 3690 / - / 3.41 / 49000
global placement: 4491 / 3920 / 52.7 / 3.74 / 51000
detailed placement: 4491 / 3930 / 52.7 / 3.74 / 51000
CTS: 4687 / 6500 / 56.2 / 3.02 / 54500
global route: 4687 / 6660 / 56.2 / 3.03 / 54500
finish: 4687 / 6470 / 56.2 / 3.04 / 54500
[routing by layer]
metal / GRT usage (%) / part of all wire, % / vias to the layer above
li1: - / - / 12677
met1: 43.9 / 34 / 14103
met2: 45.4 / 46 / 1817
met3: 21.4 / 16 / 292
met4: 10.1 / 4.0 / 4
met5: 0.822 / 0.033 / -
[power groups by stage]
stage | logic, uW | registers (uW) | clock network (uW)
after CTS | 493 | 3380 | 2630
after global routing | 522 | 3390 | 2740
final | 494 | 3380 | 2590
[final timing paths]
path / from / end / slack, ns / depth (start not counted)
worst min-delay path: write_data[6] / reg_array[21][6] / 3.04 / 3
worst max-delay path: read_addr[0] / read_data[1] / 4.54 / 9
[cell type report]
type	instances	area, um^2	area share [%]
well taps	1276	1600	2.93
multi-input cells	1995	17000	31.2
repair buffers	194	1650	3.04
clock buffers	136	2910	5.35
inverters	2	7.51	0.0138
clock inverters	60	536	0.983
flip-flops and latches	1024	30700	56.5
[critical path, cell delays in order]
cell and delay, ns:
sky130_fd_sc_hd__buf_8 0.28, sky130_fd_sc_hd__buf_4 0.69, sky130_fd_sc_hd__buf_4 0.60, sky130_fd_sc_hd__mux4_2 0.59, sky130_fd_sc_hd__mux2i_1 0.32, sky130_fd_sc_hd__o22ai_1 0.13, sky130_fd_sc_hd__o21ai_0 1.03, sky130_fd_sc_hd__o211ai_1 0.25
sky130_fd_sc_hd__clkdlybuf4s50_1 0.49
No activity file was given, so power comes from the tool's default toggle rates.
